`flow/config.mk`:
```
export PLATFORM = sky130hd
export DESIGN_NAME = i2c_slave
export DESIGN_NICKNAME = i2c_slave
export VERILOG_FILES = /design/flow/design.v
export SDC_FILE = /design/flow/constraint.sdc
export NUM_CORES = 4
export LEC_CHECK = 1
export CORE_UTILIZATION = 30
```
`flow/constraint.sdc`:
```
current_design i2c_slave

set clk_period 6.3
set clk_io_pct 0.2

create_clock -name clk0 -period $clk_period [get_ports {clk}]

set non_clock_inputs [all_inputs -no_clocks]
set_input_delay [expr $clk_period * $clk_io_pct] -clock clk0 $non_clock_inputs
set_output_delay [expr $clk_period * $clk_io_pct] -clock clk0 [all_outputs]
```
`flow/design.v`:
```
module i2c_slave(
  input scl,
  input clk,
  input rst,
  inout sda,
  output reg ack_err,
  output reg done
);  
  typedef enum bit[3:0] {
    idle        = 0,
    read_addr   = 1,
    send_ack1   = 2,
    send_data   = 3,
    master_ack  = 4,
    read_data   = 5,
    send_ack2   = 6,
    wait_p      = 7,
    detect_stop = 8
  } state_type;
  state_type state = idle;
  reg [7:0] mem[128];
  reg [7:0] r_addr;
  reg [6:0] addr;
  reg r_mem = 0;
  reg w_mem = 0;
  reg [7:0] dout;
  reg [7:0] din;
  reg sda_t;
  reg sda_en;
  reg [3:0] bitcnt = 0;
  always @(posedge clk) begin
    if(rst) begin
      for(int i = 0; i<128; i++)begin
        mem[i] = i;
      end
      dout <= 8'd0;
    end
    else if (r_mem ==1'b1)begin
      dout <= mem[addr];
    end
    else if (w_mem == 1'b1)begin
      mem[addr] <= din;
    end
  end
  parameter sys_freq = 40000000;  
  parameter i2c_freq = 400000;    
  parameter clk_count4 = (sys_freq/i2c_freq)*4;    
  parameter clk_count1 = clk_count4/4;             
  integer count1 = 0;
  reg i2c_clk = 0;
  reg [1:0] pulse = 0;    
  reg busy;
  always@(posedge clk)begin
    if(rst) begin
      pulse <= 0;
      count1 <= 0;
    end
    else if(busy == 1'b0)begin
      pulse <= 2;
      count1 <= 202;              
    end
    else if (count1 == clk_count1   -1)begin
      pulse <= 1;
      count1 <= count1 +1;
    end
    else if (count1 == clk_count1*2 -1)begin
      pulse <= 2;
      count1 <= count1 +1;
    end
    else if (count1 == clk_count1*3 -1)begin
      pulse <= 3; 
      count1 <= count1 +1;
    end
    else if (count1 == clk_count1*4 -1)begin
      pulse <= 0;
      count1 <= 0;
    end
    else begin
      count1 <= count1 +1;
    end
  end
  reg scl_t;
  wire start;
  always @(posedge clk) begin
    scl_t <= scl;
  end
  assign start = ~scl & scl_t;
  reg r_ack;
  always @(posedge clk) begin
    if(rst) begin
      bitcnt <= 0;
      state <= idle;
      r_addr <= 7'd0;
      sda_en <= 1'b0;
      sda_t <= 1'b0;
      addr <= 0;
      r_mem <= 0;
      din <= 8'd0;
      ack_err <= 0;
      done <= 1'b0;
      busy <= 1'b0;
    end
    else begin
      case(state)
        idle : begin
          if(scl == 1'b1 && sda == 1'b0) begin
            busy <= 1'b1;
            state <= wait_p;
          end
          else begin
            state <= idle ;
          end
        end
        wait_p : begin
          if (pulse == 2'b11 && count1 == 399)
            state <= read_addr;
          else
            state <= wait_p;
        end
        read_addr : begin
          sda_en <= 1'b0;
          if(bitcnt <=7) begin
            case(pulse)
              0: begin end
              1: begin end
              2: begin r_addr <= (count1 == 200)? {r_addr[6:0],sda}: r_addr;end
              3: begin end
            endcase
            if(count1 == clk_count1*4 - 1)begin
              state <= read_addr;
              bitcnt <= bitcnt +1;
            end
            else begin
              state <= read_addr;
            end
          end
          else begin
            state <= send_ack1;
            bitcnt <= 0;
            sda_en <= 1'b1;
            addr <= r_addr [7:1];
          end
        end
        send_ack1 : begin
          case(pulse)
            0: begin sda_t <= 1'b0; end
            1: begin end
            2: begin end
            3: begin end
          endcase
          if(count1 == clk_count1*4 -1) begin
            if(r_addr[0] == 1'b1) begin
              state <= send_data;
              r_mem <= 1'b1;
            end
            else begin
              state <= read_data;
              r_mem <= 1'b0;
            end
          end
          else begin
            state <= send_ack1;
          end
        end
        read_data : begin
          sda_en <= 1'b0;  
          if(bitcnt <= 7) begin
            case(pulse)
              0: begin end
              1: begin end
              2: begin din <= (count1==200) ? {din[6:0],sda} : din; end
              3: begin end
            endcase
            if(count1 == clk_count1*4 - 1)begin
              state <= read_data;
              bitcnt <= bitcnt +1;
            end
            else begin             
              state <= read_data;
            end
          end
          else begin
            state <= send_ack2;
            bitcnt <= 0;
            sda_en <= 1'b1;
            w_mem <= 1'b0;
          end
        end
        send_ack2: begin       
          case(pulse)
            0: begin sda_t <= 1'b0; end
            1: begin w_mem <= 1'b0; end
            2: begin end
            3: begin end
          endcase
          if(count1 == clk_count1*4-1)begin
            state <= detect_stop;
          end
          else begin
            state <= send_ack2;
          end
        end
        send_data: begin
          sda_en <= 1'b1;    
          if(bitcnt <= 7) begin
            r_mem <= 1'b0;
            case(pulse)
              0: begin end
              1: begin sda_t <= (count1 == 100) ? dout[7-bitcnt] : sda_t; end
              2: begin end
              3: begin end
            endcase
            if(count1 == clk_count1*4 -1)begin
              state <= send_data;
              bitcnt <= bitcnt +1;
            end
            else begin
              state <= send_data;
            end
          end
          else begin
            state <= master_ack;
            bitcnt <= 0;
            sda_en <= 1'b0;
          end
        end
        master_ack: begin
          case(pulse) 
            0: begin end
            1: begin end
            2: begin r_ack <= (count1 == 200) ? sda : r_ack; end
            3: begin end
          endcase
          if(count1 == clk_count1*4 - 1)begin
            if(r_ack == 1'b1) begin 
              ack_err <= 1'b0;
              state <= detect_stop;
            end
            else begin
              ack_err <= 1'b1;
              state <= detect_stop;
            end
          end
          else begin 
            state <= master_ack;
          end
        end
        detect_stop: begin
          if(pulse == 2'b11 && count1 == 399)begin
            state <= idle;
            busy <= 1'b0;
            done <= 1'b1;
          end
          else
            state <= detect_stop;
        end
        default : state <= idle;
      endcase
    end
  end
  assign sda = (sda_en == 1'b1) ? sda_t : 1'bz;
endmodule
```
`flow/run.sh`:
```
#!/bin/bash
# OpenROAD 26Q1-2900-gdf79404cd8, Yosys 0.63+post, stock flow scripts
make -C /OpenROAD-flow-scripts/flow DESIGN_CONFIG=/design/flow/config.mk WORK_HOME=/design/flow/orfs finish
```
==> flow_results.xml <==
<?xml version="1.0" encoding="UTF-8"?>
<metrics>
  <group name="synth">
    <metric name="numSynthFlops" unit="">70</metric>
    <metric name="yosys_most_used_dff" unit="">dfxtp_1</metric>
    <metric name="synthesis_area_per_yosys" unit="µm²">3400</metric>
    <metric name="synth.distinct_cells" unit="">51</metric>
    <metric name="syn_area" unit="µm²">3400</metric>
    <metric name="ys_cells" unit="">399</metric>
    <metric name="synth-seq-area-share" unit="%">41.5</metric>
    <metric name="post_synth_inst_count" unit="">399</metric>
    <metric name="syn_avg_cell_area" unit="µm²">8.53</metric>
    <metric name="synthesis.yosys.warnings" unit="">3</metric>
    <metric name="synth-async-reset-ratio" unit="%">0</metric>
    <metric name="edf_count" unit="">1</metric>
  </group>
  <group name="outcome">
    <metric name="error_message" unit="">[error] [KeplerFormal.cpp:679] Workflow failed: Iso has multiple drivers: .sda0, sda$_SDFFE_PP0P_.Q0</metric>
    <metric name="stage_where_the_flow_stopped" unit="">clock tree synthesis</metric>
    <metric name="status" unit="">did not finish</metric>
  </group>
  <group name="floorplanning">
    <metric name="rows" unit="">38</metric>
    <metric name="die_x" unit="µm">108</metric>
    <metric name="fp-utilization" unit="%">31.1</metric>
    <metric name="floorplan.die.height" unit="µm">108</metric>
    <metric name="io-pin-count" unit="">6</metric>
  </group>
  <group name="clock_network">
    <metric name="cts.repair_timing.setup_buffer_count" unit="">0</metric>
    <metric name="cts_resized" unit="">0</metric>
    <metric name="clock_sink_count" unit="">70</metric>
    <metric name="cts_hold_buf" unit="">0</metric>
    <metric name="cts-buffers-inserted" unit="">9</metric>
    <metric name="clock_tree.buffer_depth" unit="">2</metric>
    <metric name="ctsHtreeMaxLevel" unit="">3</metric>
    <metric name="ctsRootBufferMaster" unit="">clkbuf_16</metric>
  </group>
  <group name="placed_design">
    <metric name="place_congestion" unit="">0.820</metric>
    <metric name="dp.final_hpwl" unit="µm">4590</metric>
    <metric name="portBuffers" unit="">4</metric>
    <metric name="dpl-instance-area" unit="µm²">3560</metric>
  </group>
</metrics>
[cell usage after synthesis, drive strengths merged (7+ instances only)]
cell / instances / area [µm²]
nand2: 31 / 116
nor4: 12 / 115
a31oi: 7 / 43.8
o21ai: 9 / 45.0
nor2: 59 / 221
mux2i: 24 / 240
xnor2: 20 / 175
or3: 9 / 56.3
nor3: 14 / 70.1
dfxtp: 69 / 1380
a21oi: 19 / 95.1
nand4: 11 / 75.1
nand3: 19 / 95.1
inv: 10 / 37.5
clkbuf: 18 / 67.6
[through the flow]
step                      worst slack (ns)  hold slack (ns)  std cells
after floorplan                       4.06            0.436        399
after global placement                3.21            0.459        524
after detailed placement              3.17            0.467        524
[cells by family after synthesis]
| logic type | Yosys count | share of synthesized area, % |
|---|---|---|
| adders and majority gates | 3 | 1.10 |
| xor gates and xnor gates | 25 | 6.44 |
| muxes | 25 | 7.39 |
| and+or+nand+nor | 194 | 30.6 |
| buffers and inverters | 32 | 3.79 |
| DFF | 70 | 41.5 |
| AOI/OAI and AO/OA | 50 | 9.16 |
