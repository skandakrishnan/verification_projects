==> design/flow/design.v <==
module i2c_master(
  input clk,
  input rst,
  input newd,
  input [6:0] addr,
  input op,
  inout sda,
  output scl,
  input [7:0] din,
  output [7:0] dout,
  output reg busy,
  output reg ack_err,
  output reg done
);
  reg scl_t = 0;
  reg sda_t = 0;
  parameter sys_freq = 40000000;  
  parameter i2c_freq = 400000;    
  parameter clk_count4 = (sys_freq/i2c_freq)*4;    
  parameter clk_count1 = clk_count4/4;             
  integer count1 = 0;
  reg i2c_clk = 0;
  reg [1:0] pulse = 0;    
  always@(posedge clk)begin
    if(rst) begin
      pulse <= 0;
      count1 <= 0;
    end
    else if(busy == 1'b0)begin
      pulse <= 0;
      count1 <= 0;
    end
    else if (count1 == clk_count1   -1)begin
      pulse <= 1;
      count1 <= count1 +1;
    end
    else if (count1 == clk_count1*2 -1)begin
      pulse <= 2;
      count1 <= count1 +1;
    end
    else if (count1 == clk_count1*3 -1)begin
      pulse <= 3; 
      count1 <= count1 +1;
    end
    else if (count1 == clk_count1*4 -1)begin
      pulse <= 0;
      count1 <= 0;
    end
    else begin
      count1 <= count1 +1;
    end
  end
  reg [3:0] bitcount = 0;
  reg [7:0] data_addr = 0;
  reg [7:0] data_tx = 0;
  reg r_ack;
  reg[7:0] rx_data = 0;
  reg sda_en = 0;
  typedef enum bit[3:0] {
    idle       = 0,
    start      = 1,
    write_addr = 2,
    ack_1      = 3,
    write_data = 4,
    read_data  = 5,
    stop       = 6,
    ack_2      = 7,
    master_ack = 8
  } state_type;
  state_type state = idle;
  always@ (posedge clk)begin
    if(rst) begin
      bitcount  <= 0;
      data_addr <= 0;
      data_tx   <= 0;
      scl_t     <= 1;
      sda_t     <= 1;
      state     <= idle;
      busy      <= 1'b0;
      ack_err   <= 1'b0;
      done      <= 1'b0;
    end
    else begin
      case(state)
        idle: begin
          done <= 1'b0;
          if(newd == 1'b1) begin
            data_addr <= {addr,op};
            data_tx <= din;
            busy <= 1'b1;
            state <= start;
            ack_err <= 1'b0;
          end
          else begin
            data_addr <= 0;
            data_tx <= 0;
            busy <= 1'b0;
            state <= idle;
            ack_err <= 1'b0;
          end
        end
        start: begin
          sda_en <= 1'b1;
          case(pulse)
            0: begin scl_t <= 1'b1; sda_t <= 1'b1; end
            1: begin scl_t <= 1'b1; sda_t <= 1'b1; end
            2: begin scl_t <= 1'b1; sda_t <= 1'b0; end
            3: begin scl_t <= 1'b1; sda_t <= 1'b0; end
          endcase
          if(count1 == clk_count1*4-1)begin
            state <= write_addr;
            scl_t <= 1'b0;
          end
          else
            state <= start;
        end
        write_addr: begin
          sda_en <= 1'b1;   
          if(bitcount <=7)begin
            case (pulse)
              0: begin scl_t <= 1'b0; sda_t <= 1'b0; end
              1: begin scl_t <= 1'b0; sda_t <= data_addr[7-bitcount]; end
              2: begin scl_t <= 1'b1; end
              3: begin scl_t <= 1'b1; end
            endcase
            if(count1 == clk_count1*4 -1) begin
              state <= write_addr;
              scl_t <= 1'b0;
              bitcount <= bitcount +1;
            end
            else begin
              state <= write_addr;
            end
          end
          else begin
            state <= ack_1;
            bitcount <= 0; 
            sda_en <= 1'b0;   
          end
        end
        ack_1 : begin
          sda_en <= 1'b0;  
          case(pulse)
            0: begin scl_t <= 1'b0; sda_t <= 1'b0; end
            1: begin scl_t <= 1'b0; sda_t <= 1'b0; end
            2: begin scl_t <= 1'b1; sda_t <= 1'b0; r_ack <= 1'b0;end  
            3: begin scl_t <= 1'b1; end
          endcase
          if(count1 == clk_count1*4-1)begin
            if(r_ack == 1'b0 && data_addr[0] == 1'b0) begin   
              state <= write_data;
              sda_t <= 1'b0;
              sda_en <= 1'b1;   
              bitcount <= 0;
            end
            else if (r_ack == 1'b0 && data_addr[0] == 1'b1)begin
              state <= read_data;
              sda_t <= 1'b1;
              sda_en <= 1'b0;   
              bitcount <= 0;
            end
            else begin
              state <= stop;  
              sda_en <= 1'b1;   
              ack_err <= 1'b1;
            end
          end
          else begin
            state <= ack_1;
          end
        end
        write_data : begin
          if(bitcount <=7)begin
            case(pulse)  
              0: begin scl_t <= 1'b0; end
              1: begin scl_t <= 1'b0; sda_en <= 1'b1; sda_t <= data_addr[7-bitcount]; end
              2: begin scl_t <= 1'b1; end
              3: begin scl_t <= 1'b1; end
            endcase
            if(count1 == clk_count1*4 -1) begin
              state <= write_data;
              scl_t <= 1'b0;
              bitcount <= bitcount +1;
            end
            else begin
              state <= write_data;
            end
          end
          else begin
            state <= ack_2;
            bitcount <= 0;
            sda_en <= 1'b0;    
          end
        end
        read_data : begin
          sda_en <= 1'b0;  
          if(bitcount <=7)begin
            case(pulse)
              0: begin scl_t <= 1'b0; sda_t <= 1'b0; end
              1: begin scl_t <= 1'b0; sda_t <= 1'b0; end
              2: begin scl_t <= 1'b1; rx_data[7:0] <= (count1 == 200) ?  {rx_data[6:0],sda} : rx_data; end  
              3: begin scl_t <= 1'b1; end          
            endcase
            if(count1 == clk_count1*4 - 1)begin
              state <= read_data;
              scl_t <= 1'b0;
              bitcount <= bitcount +1;
            end
            else begin
              state <= read_data;
            end
          end
          else begin
            state <= master_ack;
            bitcount <= 0;
            sda_en <= 1'b1;  
          end
        end
        master_ack : begin
          sda_en <= 1'b1;
          case(pulse) 
            0: begin scl_t <= 1'b0; sda_t <= 1'b1; end
            1: begin scl_t <= 1'b0; sda_t <= 1'b1; end
            2: begin scl_t <= 1'b1; sda_t <= 1'b1; end
            3: begin scl_t <= 1'b1; sda_t <= 1'b1; end
          endcase
          if(count1 == clk_count1*4 -1) begin
            sda_t <= 1'b0;
            state <= stop;
            sda_en <= 1'b1;     
          end
          else begin
            state <= master_ack;
          end
        end
        ack_2 : begin
          sda_en <= 1'b0;  
          case(pulse)
            0: begin scl_t <= 1'b0; sda_t <= 1'b0; end
            1: begin scl_t <= 1'b0; sda_t <= 1'b0; end
            2: begin scl_t <= 1'b1; sda_t <= 1'b0; r_ack <= 1'b0;end  
            3: begin scl_t <= 1'b1; end
          endcase
          if(count1 == clk_count1*4-1)begin
            sda_t <= 1'b0;
            sda_en <= 1'b1;   
            if(r_ack == 1'b0) begin  
              state <= stop;
              ack_err <= 1'b0;
            end
            else begin
              state <= stop;  
              ack_err <= 1'b1;
            end
          end
          else begin
            state <= ack_2;
          end
        end 
        stop : begin
          sda_en <= 1'b1;     
          case(pulse)
            0: begin scl_t <= 1'b1; sda_t <= 1'b0; end
            1: begin scl_t <= 1'b1; sda_t <= 1'b0; end
            2: begin scl_t <= 1'b1; sda_t <= 1'b1; end  
            3: begin scl_t <= 1'b1; sda_t <= 1'b1; end
          endcase
          if(count1 == clk_count1*4 -1) begin
            state <= idle;
            scl_t <= 1'b0;
            busy <= 1'b0;
            done <= 1'b1;
          end
          else
            state <= stop;
        end
        default : state <= idle;
      endcase
    end
  end
  assign sda = (sda_en == 1) ? (sda_t == 0) ? 1'b0 : 1'b1 : 1'bz;
  assign scl = scl_t;
  assign dout = rx_data;
endmodule
==> design/flow/run.sh <==
#!/bin/bash
# OpenROAD 26Q1-2900-gdf79404cd8, Yosys 0.63+post, stock flow scripts
make -C /OpenROAD-flow-scripts/flow DESIGN_CONFIG=/design/flow/config.mk WORK_HOME=/design/flow/orfs finish
==> design/flow/config.mk <==
export PLATFORM = sky130hd
export DESIGN_NAME = i2c_master
export DESIGN_NICKNAME = i2c_master
export VERILOG_FILES = /design/flow/design.v
export SDC_FILE = /design/flow/constraint.sdc
export NUM_CORES = 4
export LEC_CHECK = 1
export CORE_UTILIZATION = 40
==> design/flow/constraint.sdc <==
current_design i2c_master

set clk_period 3.7
set clk_io_pct 0.2

create_clock -name clk0 -period $clk_period [get_ports {clk}]

set non_clock_inputs [all_inputs -no_clocks]
set_input_delay [expr $clk_period * $clk_io_pct] -clock clk0 $non_clock_inputs
set_output_delay [expr $clk_period * $clk_io_pct] -clock clk0 [all_outputs]
==> impl_metrics.ini <==
; yosys + openroad results
[placement]
post-place-cells = 461
place_ws_ns = 0.8582
place.gp.congestion = 0.8860
dpl.hpwl_um = 4391
port_buffers = 21

[logic_synthesis]
edf_count = 8
synth-main-ff-cell = dfxtp_1
ys_warn_count = 2
largest_area_cell = dfxtp_1
yosys-stat-area_mm2 = 0.003138
synth.area.top_cells = dfxtp_1, edfxtp_1, xnor2_1, nor2_1, nor4_1
numSynthFlops = 62
top_area_share_pct = 34.45
async_flop_share_pct = 0
synth.avg_cell_area_um2 = 8.717
synth_area_mm2 = 0.003138
ys_seq_share_pct = 42.11
synthCells = 360
ys_cells = 360
synth.distinct_cells = 55

[floorplanning]
fp_util_pct = 42.36
rows = 31
fp.dieH_um = 90.57
die_w_um = 90.57
io_pins = 32

[cts]
post-cts-setup-buffers = 0
cts_hold_buf = 0
cts-buffers-inserted = 9
htreeDepth = 3
clockBufferDepth = 2
cts-root-buf = clkbuf_8
cts_sinks = 62
cts_resized = 0

[outcome]
last-stage-reached = 4_1_cts
tool.error = [error] [KeplerFormal.cpp:679] Workflow failed: Iso has multiple drivers: .sda0, sda$_SDFFE_PP1P_.Q0
status = aborted with a tool error
-- per-stage QoR --
step | utilization, % | area [um2] | hold WS [ns]
after detailed placement | 45.84 | 3396 | 0.4406
after global placement | 45.84 | 3396 | 0.4312
after floorplan | - | 3138 | 0.4003
-- kinds of logic after synthesis --
kind of cell,synth area share (%)
compound gates,14.04
xor+xnor,6.419
fa+ha+maj,1.196
buf+inv,4.107
flops,42.11
mux,2.791
other cells,0.1195
simple gates,29.23
-- cell usage after synthesis (all sizes together), types with 2 or more instances --
master / count
dfxtp: 54
nor2: 36
nand2: 26
xnor2: 19
a21oi: 17
nand3: 17
nor4: 17
o21ai: 16
clkbuf: 14
nor3: 14
inv: 12
nand4: 9
a22o: 8
edfxtp: 8
or3: 8
nand2b: 7
nor4b: 7
buf: 6
a31oi: 5
nor2b: 5
o31ai: 4
or4: 4
xor2: 4
and3: 3
and4: 3
ha: 3
o21a: 3
a211oi: 2
a21o: 2
a22oi: 2
and3b: 2
mux2: 2
mux2i: 2
mux4: 2
nor3b: 2
o211ai: 2
o22a: 2
