`flow/run.sh`:
```
#!/bin/bash
# OpenROAD 26Q1-2900-gdf79404cd8, Yosys 0.63+post, stock flow scripts
make -C /OpenROAD-flow-scripts/flow DESIGN_CONFIG=/design/flow/config.mk WORK_HOME=/design/flow/orfs finish
```
`flow/config.mk`:
```
export PLATFORM = sky130hd
export DESIGN_NAME = axilite_s
export DESIGN_NICKNAME = axilite_s
export VERILOG_FILES = /design/flow/design.v
export SDC_FILE = /design/flow/constraint.sdc
export NUM_CORES = 4
export LEC_CHECK = 1
export CORE_UTILIZATION = 50
```
`flow/constraint.sdc`:
```
current_design axilite_s

set clk_period 71.2
set clk_io_pct 0.2

create_clock -name clk0 -period $clk_period [get_ports {s_axi_aclk}]

set non_clock_inputs [all_inputs -no_clocks]
set_input_delay [expr $clk_period * $clk_io_pct] -clock clk0 $non_clock_inputs
set_output_delay [expr $clk_period * $clk_io_pct] -clock clk0 [all_outputs]
```
`flow/design.v`:
```
module axilite_s (
  input wire s_axi_aclk,
  input wire s_axi_aresetn,
  input wire s_axi_awvalid,
  output reg s_axi_awready,
  input wire [31:0] s_axi_awaddr,
  input wire s_axi_wvalid,
  output reg s_axi_wready,
  input wire [31:0] s_axi_wdata,
  output reg s_axi_bvalid,
  input wire s_axi_bready,
  output reg [1:0] s_axi_bresp,
  input wire s_axi_arvalid,
  output reg s_axi_arready,
  input wire [31:0] s_axi_araddr,
  output reg s_axi_rvalid,
  input wire s_axi_rready,
  output reg [31:0] s_axi_rdata,
  output reg [1:0] s_axi_rresp
);
  localparam idle           = 0,
             send_waddr_ack = 1,
             send_raddr_ack = 2,
             send_wdata_ack = 3,
             update_mem     = 4,
             send_wr_err    = 5,
             send_wr_resp   = 6,
             gen_data       = 7,
             send_rd_err    = 8,
             send_rdata     = 9;
  reg [3:0] state = idle;
  reg [3:0] next_state = idle;
  reg [1:0] count = 0;
  reg [31:0] waddr,raddr,wdata,rdata;
  reg [31:0] mem [128];
  always @(posedge s_axi_aclk) begin
    if(s_axi_aresetn == 1'b0) begin
      state <= idle;
      for(int i = 0; i<128; i++) begin
        mem[i] <= 0;
      end
      s_axi_awready <= 0;
      s_axi_wready <= 0;
      s_axi_bvalid <= 0;
      s_axi_bresp <= 0;
      s_axi_arready <= 0;
      s_axi_rvalid <= 0;
      s_axi_rdata <= 0;
      s_axi_rresp <= 0;
      waddr <= 0;
      raddr <= 0;
      wdata <= 0;
      rdata <= 0;
    end
    else begin
      case(state)
        idle : begin
          s_axi_awready <= 0;
          s_axi_wready <= 0;
          s_axi_bvalid <= 0;
          s_axi_bresp <= 0;
          s_axi_arready <= 0;
          s_axi_rvalid <= 0;
          s_axi_rdata <= 0;
          s_axi_rresp <= 0;
          waddr <= 0;
          raddr <= 0;
          wdata <= 0;
          rdata <= 0;
          count <= 0;
          s_axi_rvalid <= 1'b0;
          if(s_axi_awvalid == 1'b1) begin
            state <= send_waddr_ack;
            waddr <= s_axi_awaddr;
            s_axi_awready <= 1'b1;
          end
          else if(s_axi_arvalid == 1'b1) begin
            state <= send_raddr_ack;
            raddr <= s_axi_araddr;
            s_axi_arready <= 1'b1;
          end
          else begin
            state <= idle;
          end
        end
        send_waddr_ack : begin
          s_axi_awready <= 1'b0;
          if(s_axi_wvalid) begin
            wdata <= s_axi_wdata;
            s_axi_wready <= 1'b1;
            state <= send_wdata_ack;
          end
          else begin
            state <= send_waddr_ack;
          end
        end
        send_wdata_ack : begin
          s_axi_wready <= 1'b0;
          if(waddr < 128) begin
            state <= update_mem;
            mem[waddr] <= wdata;
          end
          else begin
            state <= send_wr_err;
            s_axi_bresp <= 2'b11;  
            s_axi_bvalid <= 1'b1;
          end
        end
        update_mem : begin
          mem[waddr] <= wdata;
          state <= send_wr_resp;
        end
        send_wr_resp: begin
          s_axi_bresp <= 2'b00;
          s_axi_bvalid <= 1'b1;
          if(s_axi_bready) begin
            state <= idle;
          end
          else begin
            state <= send_wr_resp;
          end
        end
        send_wr_err : begin
          if(s_axi_bready) begin
            state <= idle;
          end
          else begin
            state <= send_wr_err;
          end
        end
        send_raddr_ack : begin
          s_axi_arready = 1'b0;
          if(raddr < 128) 
            state <= gen_data;
          else begin
            s_axi_rvalid <= 1'b1;
            state <= send_rd_err;
            s_axi_rdata <= 0;
            s_axi_rresp <= 2'b11;   
          end
        end
        gen_data : begin
          if(count <2) begin
            rdata <= mem[raddr];
            state <= gen_data; 
            count <= count+1;
          end
          else begin
            s_axi_rvalid <= 1'b1;
            s_axi_rdata <= rdata;
            s_axi_rresp <= 2'b00;
            if(s_axi_rready)begin
              state <= idle;
            end
            else
              state <= gen_data;              
          end                        
        end
        send_rd_err : begin 
          if(s_axi_rready) begin
            state <= idle;
          end
          else begin
            state <= send_rd_err;
          end
        end
        default : state <= idle;
      endcase
    end
  end
endmodule
interface axi_if;
  logic clk,resetn;
  logic awvalid, awready;
  logic arvalid, arready;
  logic wvalid, wready;
  logic bready, bvalid;
  logic rvalid, rready;
  logic [31:0] awaddr, araddr, wdata, rdata;
  logic [1:0] wresp,rresp;
endinterface          
```
==> impl_metrics.yaml <==
# flow metrics
status:
  status: "completed"
detailed_routing:
  initialDrtViolationCount: 7308
  first_pass_iters: 8
  final_antenna_net_count: 0
  drt-total-wl_um: 581000
  wire_per_inst_um: 31.8
  viasPerCell: 5.99
  drc: 0
  vias: 109500
sta:
  timing.final.ws_setup_ns: 53.82
  rsz0062_at_grt: "false"
  relSlewSlack_pct: 24.0
  period_used_pct: 24.4
  tns_ns: 0
  fmax_mhz: 57.5
  min_period_ns: 17.38
  fin_skew_ns: 0.0503
  tightestPinTransition_ns: 1.11
  setup_violations: 0
  hold_violations: 0
  slew_violations: 0
synth:
  synth_area_per_cell_um2: 14.5
  ys_types: 55
  netlist_area_um2: 189000
  edf_count: 4098
  ff_type: "edfxtp_1"
  yosys-stat-cells: 13037
  synthArstFlopShare_pct: 0
  yosys_warnings: 1
  syn_inst: 13037
  ys_seq_share_pct: 67.1
  ys_chip_area_um2: 189000
  ys.flops: 4276
flow_run:
  warnings: 32
  max_cap_viol_count: 0
clocking:
  insertion_delay_ns: 0.99
  post_cts_buffers: 0
  h-tree-depth: 5
  clockBufferDepth: 4
  cts_sinks: 4276
  ctsRootBufferMaster: "clkbuf_16"
  post_cts_resized: 0
  cts_tree: "yes"
  holdBufCountCts: 0
  numCtsBuffers: 450
  cts.clk_slew.worst_paths_ns: 0.06
place:
  hpwl_um: 343000
  portBuffers: 143
  gp_congestion: 0.970
  pre_cts_slack_ns: 52.92
  placed_cells: 17453
layout:
  area_growth_pct: 11.9
  finalNonFillerCells: 18285
  drive_gt1_share_pct: 16.9
  fillerInstances: 28063
min_path:
  hold_start: "raddr[3]"
  holdPathStages: 1
  min_to: "raddr[3]"
  hold_class: "reg -> reg"
global_routing:
  grt.met2_usage_pct: 48.4
  grt_pass1_vias: 116027
  grt_use_met1_pct: 41.5
  grt_pass1_wl_um: 826000
  antenna_found_initial: 24
  grt_util_met3_pct: 24.3
  grt_max_degree: 117
  gr-total-overflow: 0
  grt_use_total_pct: 34.3
  grt.busiest_layer: "met2"
power:
  clockPowerShare_pct: 38.0
  ir_drop_v: 0.0000224
  p_int_mw: 4.38
  p_switching_mw: 1.58
  p_total_mw: 5.95
  powerDensity_nw_per_um2: 28.2
  power.share.switching_pct: 26.5
  combPwrFrac_pct: 13.0
  leakage_nw: 69.2
  p_seq_share_pct: 48.9
floorplan:
  floorplan.core_util_pct: 50.3
  dieArea_um2: 380000
  num_io_pins: 144
  die_w_um: 616
  core_area_um2: 376000
  die_y_um: 616
  num_rows: 225
worst_setup_path:
  required_ns: 71.89
  reg2regPathDepth: 13
  critPathLaunchType: "input port"
  worstSetupPathType: "in -> reg"
  worst-path-max-fanout: 50
  r2r-end: "rdata[13]"
  crit_path_end_kind: "flip-flop"
  cp_data_arrival_time_ns: 18.07
  rrSetupSlack_ns: 64.56
==> per-layer routing <==
metal | part of all wire, % | wire [um]
met1 | 31 | 179000
met2 | 46 | 266000
met3 | 17 | 98400
met4 | 6.1 | 35700
met5 | 0.17 | 975
==> registers in the layout, indices dropped and copies added, names as in the netlist, 2 cells and up, named ones only <==
| signal | cells |
|---|---|
| raddr | 32 |
| wdata | 32 |
| count | 2 |
| rdata | 32 |
| s_axi_rdata | 32 |
| mem | 4096 |
| state | 4 |
| waddr | 32 |
==> worst max-delay path, cell delays in order <==
cell     delay [ns]
buf_8          0.18
nand2_1        0.17
or3b_4         0.55
buf_4          0.75
buf_4          0.65
buf_4          0.64
buf_4          0.55
nor2_1         0.10
==> per-stage QoR <==
step,hold WS (ns),instance area (um2),utilization (%)
after floorplan,0.408,189000,-
after global placement,0.456,197000,52.5
after detailed placement,0.461,197000,52.5
after CTS,0.478,211000,56.2
after global routing,0.492,211000,56.2
final,0.471,211000,56.2
==> power by group through the flow <==
| stage | Sequential (mW) | Combinational, mW | Clock (mW) |
|---|---|---|---|
| finish | 2.91 | 0.777 | 2.26 |
| global route | 2.92 | 0.817 | 2.38 |
| CTS | 2.91 | 0.774 | 2.29 |
==> worst max-delay path by stage <==
stage	end	cells past startpoint	slack, ns	start
after CTS	mem[15][28]	8	53.98	s_axi_aresetn
final	mem[15][28]	8	53.82	s_axi_aresetn
after global routing	mem[15][19]	8	53.75	s_axi_aresetn
==> cells in the final DEF, fill, tap and decap left out, drive strengths merged, types with 30 or more instances in the layout <==
master and n:
mux2i 553, bufinv 30, nand3 145, clkinv 188, edfxtp 4098, mux2 34
and2 2183, a21boi 50, buf 524, a22o 80, o22ai 30, nand2b 33
a21oi 102, nand2 618, o2111ai 30, clkbuf 586, mux4 828, dfxtp 178
clkdlybuf4s50 142, a22oi 439, o21ai 159, nor2 2015, nor2b 53
==> cell type report <==
type                    count  area [um2]  area share (%)
diodes                     12        30.0          0.0142
clock buffers             586       12100            5.72
clock inverters           234        2070           0.982
inverters                   2        7.51         0.00355
multi-input cells        7515       58500            27.7
flip-flops and latches   4276      127000            60.0
well taps                4994        6250            2.96
repair buffers            666        5490            2.60
==> cells in the mapped netlist, types with 30 or more instances <==
cell	count	area share [%]
mux4_2	828	9.9
buf_6	41	0.24
nand2_1	618	1.2
o2111ai_1	30	0.14
dfxtp_1	178	1.9
o21ai_0	159	0.42
buf_2	179	0.47
mux2i_1	553	2.9
nor2b_1	53	0.18
a21boi_0	50	0.20
a21oi_1	102	0.27
edfxtp_1	4098	65
a22oi_1	439	1.7
buf_1	53	0.11
a22o_1	80	0.37
and2_1	2183	7.2
nor2_1	2009	4.0
nand2b_1	33	0.11
nand3_1	144	0.38
mux2_2	34	0.20
clkbuf_1	951	1.9
o22ai_1	30	0.099
==> cells by family after synthesis <==
kind of cell	share of synthesized area [%]
DFF	67.1
xor gates and xnor gates	0.00464
AOI/OAI and AO/OA	3.66
muxes	13.0
and+or+nand+nor	13.4
buffers and inverters	2.80
Power is estimated from default activity; no workload was simulated.
